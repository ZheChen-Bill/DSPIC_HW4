==> /design/flow/design.v <==
`timescale 1ns / 1ps
module FA(
    input A,
    input B,
    input C_in,
    output S, 
    output C_out
    );
assign S = A ^ B ^ C_in;
assign C_out = (A&B)|(A&C_in)|(B&C_in);
endmodule
`timescale 1ns / 1ps
module HA(
    input A,
    input B,
    output S, 
    output C_out
    );
assign S = A^B;
assign C_out = A&B;
endmodule
`timescale 1ns / 1ps
module mul
#(  parameter bit_A = 5,
    parameter bit_B = 7
)
(
    input  wire signed [(bit_A-1):0] inputA,
    input  wire signed [(bit_B-1):0] inputB,
    output wire signed [(bit_A+bit_B-1):0] P
);
    wire [(bit_A*bit_B-1):0] AB;
    genvar i,j;
    generate
        for(i=0;i<bit_A;i=i+1) begin
            for(j=0;j<bit_B;j=j+1) begin
                assign AB[7*i+j] = inputA[i]*inputB[j];
            end
        end
    endgenerate
    wire [8:0] stage1_upper_S;
    wire [6:0] stage1_upper_C;
    wire [7:0] stage1_lower_S;
    wire [5:0] stage1_lower_C;
    assign stage1_upper_S[0] = AB[0];
    HA HA_0 (.A(AB[1]),.B(AB[7]),.S(stage1_upper_S[1]),.C_out(stage1_upper_C[0]));
    generate
        for(i=0;i<4;i=i+1) begin
            FA FA_0 (.A(AB[2+i]),.B(AB[8+i]),.C_in(AB[14+i]),.S(stage1_upper_S[2+i]),.C_out(stage1_upper_C[1+i]));
        end
    endgenerate
    FA FA_1 (.A((~AB[6])),.B(AB[12]),.C_in(AB[18]),.S(stage1_upper_S[6]),.C_out(stage1_upper_C[5]));
    HA HA_1 (.A((~AB[13])),.B(AB[19]),.S(stage1_upper_S[7]),.C_out(stage1_upper_C[6]));
    assign stage1_upper_S[8] = ~AB[20];
    assign stage1_lower_S[0] = AB[21];
    generate
        for(i=0;i<5;i=i+1) begin
            HA HA_2 (.A(AB[22+i]),.B(~AB[28+i]),.S(stage1_lower_S[1+i]),.C_out(stage1_lower_C[i]));
        end
    endgenerate
    HA HA_15 (.A(~AB[27]),.B(~AB[33]),.S(stage1_lower_S[6]),.C_out(stage1_lower_C[5]));
    assign stage1_lower_S[7] = AB[34];
    wire [10:0] stage2_S;
    wire  [6:0] stage2_C;
    assign stage2_S[0] = stage1_upper_S[0];
    assign stage2_S[1] = stage1_upper_S[1];
    HA HA_3 (.A(stage1_upper_S[2]),.B(stage1_upper_C[0]),.S(stage2_S[2]),.C_out(stage2_C[0]));
    generate
        for(i=0;i<6;i=i+1) begin
            FA FA_2 (.A(stage1_upper_S[3+i]),.B(stage1_upper_C[1+i]),.C_in(stage1_lower_S[0+i]),.S(stage2_S[3+i]),.C_out(stage2_C[1+i]));
        end
    endgenerate
    assign stage2_S[9] = stage1_lower_S[6];
    assign stage2_S[10] = stage1_lower_S[7];
    wire [10:0] stage3_S;
    wire  [7:0] stage3_C;
    assign stage3_S[0] = stage2_S[0];
    assign stage3_S[1] = stage2_S[1];
    assign stage3_S[2] = stage2_S[2];
    HA HA_4 (.A(stage2_S[3]),.B(stage2_C[0]),.S(stage3_S[3]),.C_out(stage3_C[0]));
    HA HA_5 (.A(stage2_S[4]),.B(stage2_C[1]),.S(stage3_S[4]),.C_out(stage3_C[1]));
    generate
        for(i=0;i<5;i=i+1) begin
            FA FA_3 (.A(stage2_S[5+i]),.B(stage2_C[2+i]),.C_in(stage1_lower_C[0+i]),.S(stage3_S[5+i]),.C_out(stage3_C[2+i]));
        end
    endgenerate
    HA HA_6 (.A(stage2_S[10]),.B(stage1_lower_C[5]),.S(stage3_S[10]),.C_out(stage3_C[7]));
    wire  [6:0] carrier_tmp;
    wire [12:0] P_tmp;
    assign P_tmp[0] = stage3_S[0];
    assign P_tmp[1] = stage3_S[1];
    assign P_tmp[2] = stage3_S[2];
    assign P_tmp[3] = stage3_S[3];
    HA HA_7 (.A(stage3_S[4]),.B(stage3_C[0]),.S(P_tmp[4]),.C_out(carrier_tmp[0]));
    generate
        for(i=0;i<6;i=i+1) begin
            FA FA_4(.A(stage3_S[5+i]),.B(stage3_C[1+i]),.C_in(carrier_tmp[0+i]),.S(P_tmp[5+i]),.C_out(carrier_tmp[1+i]));
        end
    endgenerate
    HA HA_8 (.A(stage3_C[7]),.B(carrier_tmp[6]),.S(P_tmp[11]),.C_out(P_tmp[12]));
    wire [7:0] carrier; 
    assign P[0] = P_tmp[0];
    assign P[1] = P_tmp[1];
    assign P[2] = P_tmp[2];
    assign P[3] = P_tmp[3];
    HA HA_9  (.A(P_tmp[4]),.B(1'b1),.S(P[4]),.C_out(carrier[0]));
    HA HA_10 (.A(P_tmp[5]),.B(carrier[0]),.S(P[5]),.C_out(carrier[1]));
    FA FA_5  (.A(P_tmp[6]),.B(1'b1),.C_in(carrier[1]),.S(P[6]),.C_out(carrier[2]));
    HA HA_11 (.A(P_tmp[7]),.B(carrier[2]),.S(P[7]),.C_out(carrier[3]));
    HA HA_12 (.A(P_tmp[8]),.B(carrier[3]),.S(P[8]),.C_out(carrier[4]));
    HA HA_13 (.A(P_tmp[9]),.B(carrier[4]),.S(P[9]),.C_out(carrier[5]));
    HA HA_14 (.A(P_tmp[10]),.B(carrier[5]),.S(P[10]),.C_out(carrier[6]));
    FA FA_6  (.A(P_tmp[11]),.B(1'b1),.C_in(carrier[6]),.S(P[11]),.C_out(carrier[7])); 
endmodule
==> /design/flow/run.sh <==
#!/bin/bash
# OpenROAD 26Q1-2900-gdf79404cd8, Yosys 0.63+post, stock flow scripts
make -C /OpenROAD-flow-scripts/flow DESIGN_CONFIG=/design/flow/config.mk WORK_HOME=/design/flow/orfs finish
==> /design/flow/config.mk <==
export PLATFORM = sky130hd
export DESIGN_NAME = mul
export DESIGN_NICKNAME = mul
export VERILOG_FILES = /design/flow/design.v
export SDC_FILE = /design/flow/constraint.sdc
export NUM_CORES = 4
export LEC_CHECK = 1
export CORE_UTILIZATION = 30
==> /design/flow/constraint.sdc <==
current_design mul

set clk_period 7.1
set clk_io_pct 0.2

create_clock -name clk0 -period $clk_period

set non_clock_inputs [all_inputs -no_clocks]
set_input_delay [expr $clk_period * $clk_io_pct] -clock clk0 $non_clock_inputs
set_output_delay [expr $clk_period * $clk_io_pct] -clock clk0 [all_outputs]
==> run_results.csv <==
group,metric,value,unit
status,outcome,"finished, final reports clean",
power,swShare,36.1,%
setup_path,cp-start-kind,"input port",
setup_path,cp_cell_sequence,"buf_8 -> buf_6 -> and2_4 -> ha_4 -> inv_2 -> fa_1 -> inv_1 -> fa_1 -> fa_2 -> inv_2 -> fa_2 -> inv_2 -> fa_2 -> fa_2 -> inv_2 -> fa_2 -> inv_2 -> fa_1 -> ha_4 -> xnor3_1 -> buf_2",
hold_path,hp-start,"inputB[6]",
final_timing,hold_viol_final,0,
final_layout,clockBufferCount,0,
routing,diodes,0,
placement,gp_congestion,0.765,
floorplanning,fp.dieW,62.0,µm
final_timing,fin_setup_tns,0,ps
routing,post-route-drc-count,0,
power,combPwrFrac,100.0,%
final_layout,ff_count,0,
final_timing,fmax,142,MHz
setup_path,endpoint_kind,"output port",
synth,yosysWarnings,0,
power,power.leakage,0.000758,µW
synth,ys_seq_share,0,%
synth,syn-cell-area,1080,µm²
floorplanning,chipHeight,62.0,µm
global_route,grt_use_total,10.4,%
hold_path,min_to,"P[11]",
routing,drt_iter0_markers,11,
synth,yosys-stat-cells,123,
setup_path,critPathTopFamily,"adder cells",
job,warnings,34,
routing,ant_nets,0,
final_timing,tightest_slew,131,ps
setup_path,slowest_delay,530,ps
final_layout,final_util,44.1,%
power,p_switching,107,µW
power,sequentialPowerShare,0,%
routing,viasPerCell,4.09,
final_timing,setup_viol,0,
global_route,grt_pass1_vias,758,
placement,io_buffers,24,
synth,synth_area_per_cell,8.77,µm²
power,internal-power,190,µW
final_timing,period_used_share,99.2,%
job,drv_cap,0,
floorplanning,initCoreUtil,31.8,%
setup_path,crit_type,"input port to output port",
setup_path,crit_slowest_cell,"fa_1",
final_layout,final_common_cell,"inv_1",
synth,syn_inst,123,
global_route,grt_max_degree,7,
final_layout,layout-drive-gt1-share,37.7,%
setup_path,cp.required,5680,ps
final_layout,fill_cells,318,
routing,vias,805,
power,vdd_drop_max,0.176,mV
final_timing,final.min_clock_period,7050,ps
routing,routedWlPerCell,8.93,µm
power,clockPowerShare,0,%
global_route,antenna_found_initial,0,
synth,ys_area,1080,µm²
routing,wl,1760,µm
final_layout,logic_area,975,µm²
hold_path,holdPathStages,6,
placement,place_ws,-1020,ps
setup_path,crit_arrival,5630,ps
floorplanning,ioPinCount,24,
final_layout,final_cell_mix,"27 x inv_1, 15 x nand2_1, 14 x fa_1, 14 x ha_1, 14 x buf_4",
floorplanning,coreArea,3390,µm²
floorplanning,rows,21,
global_route,gr-total-overflow,0,
final_timing,rsz0062_at_grt,"true",
synth,synthDistinctLibCells,7,
final_timing,slew_violations,0,
final_layout,seqCellArea,0,µm²
final_timing,max_slew_margin,91.3,%
placement,hpwl,1510,µm
floorplanning,die_area,3840,µm²
setup_path,critPathMaxFanout,4,
setup_path,cp.buffers_inverters,9,
power,power_density,198,nW/µm²
routing,first_pass_iters,3,
global_route,grt_pass1_wl,2970,µm
final_timing,timing.final.ws_setup,53.6,ps
final_layout,area_growth,38.7,%
hold_path,hp-class,"input port to output port",
-- cells by family (layout without fill, tap and decap cells) --
family | Yosys count | count (layout) | synth area share [%]
simple gates | 35 | 35 | 15.2
xor+xnor | 1 | 1 | 2.09
buf+inv | 46 | 74 | 19.8
fa+ha+maj | 41 | 41 | 62.9
-- area by class of cell --
| type | instances | share of cell area [%] |
|---|---|---|
| tap | 46 | 3.85 |
| inverter | 35 | 8.78 |
| timing repair buffer | 39 | 22.2 |
| multi-input combinational | 77 | 65.1 |
-- layer usage --
layer  vias up  share of wire [%]  GRT usage (%)
li1        400                  -              -
met1       386                 51           16.5
met2        19                 46           17.9
met3         0                3.2              0
met4         0                  0              0
met5         -                  0              0
-- how the worst max path moves through the flow --
stage	start	to	slack [ps]	cells past startpoint
6_report	inputB[2]	P[11]	50	21
5_1_grt	inputB[2]	P[11]	-110	21
4_1_cts	inputA[0]	P[11]	-140	21
-- cell usage after synthesis, drive strengths merged --
cell type	count	area share, %
nand2	22	7.7
buf	11	7.7
ha	19	22
and2	13	7.5
fa	22	41
xnor3	1	2.1
inv	35	12
-- metrics by stage --
stage          std cells  hold slack, ps  total power (µW)  area, µm²
2_1_floorplan        123            2910               211       1080
3_3_place_gp         192            3960               293       1370
3_5_place_dp         192            3960               290       1370
4_1_cts              196            3670               295       1420
5_1_grt              197            3700               352       1500
6_report             197            3640               297       1500
-- timing repair --
action / 4_1_cts / 5_1_grt
hold buffers: 0 / 0
buffers inserted: 4 / 1
gates resized: 66 / 29
endpoints found under the setup margin: 4 / 3
pin swaps: 21 / 13
-- power by group through the flow --
| stage | sequential (µW) | clock, µW | combinational, µW |
|---|---|---|---|
| after global routing | 0 | 0 | 352 |
| after CTS | 0 | 0 | 295 |
| final | 0 | 0 | 297 |
Power is estimated from default activity; no workload was simulated.
